==> design.v <==
module ALU_DESIGN #(parameter DW = 8, CW = 4)(INP_VALID,OPA,OPB,CIN,CLK,RST,CMD,CE,MODE,COUT,OFLOW,RES,G,E,L,ERR);
  input [DW-1:0] OPA,OPB;
  input CLK,RST,CE,MODE,CIN;
  input [CW-1:0] CMD;
  input [1:0] INP_VALID;
  output reg [DW+1:0] RES = 9'bz;
  output reg COUT = 1'bz;
  output reg OFLOW = 1'bz;
  output reg G = 1'bz;
  output reg E = 1'bz;
  output reg L = 1'bz;
  output reg ERR = 1'bz;
  reg [DW-1:0] OPA_1, OPB_1;
  reg [DW-1:0] oprd1, oprd2;
  reg [3:0] CMD_tmp;
  reg [DW-1:0] AU_out_tmp1,AU_out_tmp2 ;
  reg [4:0] wait_counter;
  reg oprd1_valid, oprd2_valid;
  always @ (posedge CLK) begin
      if(RST) begin
        oprd1<=0;
        oprd2<=0;
        CMD_tmp<=0;
        wait_counter<=0;
        oprd1_valid<=0;
        oprd2_valid<=0;
      end
      else if (INP_VALID==2'b01)  begin    
        oprd1<=OPA;
        CMD_tmp<=CMD;
        oprd1_valid<=1;
        wait_counter<=0;
        if(oprd2_valid && wait_counter >= 16) begin
          ERR <= 1'b1;
        end
      end
      else if (INP_VALID==2'b10)  begin    
        oprd2<=OPB;
        CMD_tmp<=CMD;
        oprd2_valid<=1;
        wait_counter<=0;
        if(oprd1_valid && wait_counter >= 16) begin
          ERR <= 1'b1;
        end
      end
      else if (INP_VALID==2'b11)  begin    
        oprd1<=OPA;
        oprd2<=OPB;
        CMD_tmp<=CMD;
        oprd1_valid<=1;
        oprd2_valid<=1;
        wait_counter<=0;
      end
      else begin    
        if((oprd1_valid && !oprd2_valid) || (!oprd1_valid && oprd2_valid)) begin
          if(wait_counter < 16) begin
            wait_counter <= wait_counter + 1;
          end else begin
            wait_counter <= 16;
          end
        end
      end
    end
    always@(posedge CLK)
      begin
       if(CE)                   
        begin
         if(RST)                
          begin
            RES=9'bzzzzzzzzz;
            COUT=1'bz;
            OFLOW=1'bz;
            G=1'bz;
            E=1'bz;
            L=1'bz;
            ERR=1'bz;
            AU_out_tmp1=0;
            AU_out_tmp2=0;
          end
         else if(MODE && oprd1_valid && oprd2_valid)          
         begin
           RES=9'bzzzzzzzzz;
           COUT=1'bz;
           OFLOW=1'bz;
           G=1'bz;
           E=1'bz;
           L=1'bz;
           ERR=1'bz;
          case(CMD_tmp)             
    4'b0000:  begin
      		  COUT=1'b0;
              RES=oprd1+oprd2;
      COUT=(RES[DW+1]==1'b1)?1:0;
            end
      4'b0001 :                begin
             OFLOW=(oprd1<oprd2)?1:0;
             RES=oprd1-oprd2;
            end
           4'h2:            
            begin
             RES=oprd1+oprd2+CIN;
             COUT=RES[8]?1:0;
            end
           4'b0011:             
           begin
            OFLOW=(oprd1<oprd2)?1:0;
            RES=oprd1-oprd2-CIN;
           end
           4'b0100:RES=oprd1;    
           4'b0101:RES=oprd1-1;    
           4'b0110:RES=oprd2-1;    
           4'b0111:RES=oprd2+1;    
           4'b1000:              
           begin
            RES=9'bzzzzzzzzz;
            if(oprd1==oprd2)
             begin
               E=1'b1;
               G=1'bz;
               L=1'bz;
             end
            else if(oprd1>oprd2)
             begin
               E=1'bz;
               G=1'b1;
               L=1'bz;
             end
            else 
             begin
               E=1'bz;
               G=1'bz;
               L=1'b1;
             end
           end
	   4'b1001: begin   
                    AU_out_tmp1 <= oprd1 + 1;
                    AU_out_tmp2 <= oprd2 + 1;
                    RES <=AU_out_tmp1 * AU_out_tmp2;
                  end
           4'b1010: begin   
                    AU_out_tmp1 <= oprd1 << 1;
                    AU_out_tmp2 <= oprd2;
                    RES <=AU_out_tmp1 - AU_out_tmp2; 
                  end
           default:   
            begin
            RES=9'bzzzzzzzzz;
            COUT=1'bz;
            OFLOW=1'bz;
            G=1'bz;
            E=1'bz;
            L=1'bz;
            ERR=1'bz;
           end
          endcase
         end
        else if(!MODE && oprd1_valid && oprd2_valid)          
        begin 
           RES=9'bzzzzzzzzz;
           COUT=1'bz;
           OFLOW=1'bz;
           G=1'bz;
           E=1'bz;
           L=1'bz;
           ERR=1'bz;
           case(CMD_tmp)    
             4'b0000:RES={1'b0,oprd1&oprd2};     
             4'b0001:RES={1'b0,~(oprd1&oprd2)};  
             4'b0010:RES={1'b0,oprd1&&oprd2};     
             4'b0011:RES={1'b0,~(oprd1|oprd2)};  
             4'b0100:RES={1'b0,oprd1^oprd2};     
             4'b0101:RES={1'b0,~(oprd1^oprd2)};  
             4'b0110:RES={1'b0,~oprd1};        
             4'b0111:RES={1'b0,~oprd2};        
             4'b1000:RES={1'b0,oprd1};      
             4'b1001:RES={1'b0,oprd1<<1};      
             4'b1010:RES={1'b0,oprd2<<1};      
             4'b1011:RES={1'b0,oprd2<<1};     
             4'b1100:                        
             begin
               if(oprd2[0])
                 OPA_1 = {oprd1[6:0], oprd1[7]};
               else
                 OPA_1 = oprd1;
               if(oprd2[1])
                 OPB_1 =  {OPA_1[5:0], OPA_1[7:6]}; 
               else
                 OPB_1= OPA_1;
               if(oprd2[2])
                 RES =  {OPB_1[3:0], OPB_1[7:4]} ;
               else
                 RES = OPB_1;
               if(oprd2[4] | oprd2[5] | oprd2[6] | oprd2[7])
                 ERR=1'b1;
             end
             4'b1101:                        
             begin
               if(oprd2[0])
                 OPA_1 = {oprd1[0], oprd1[7:1]};
               else
                 OPA_1 = oprd1;
               if(oprd2[1])
                 OPB_1 =  {OPA_1[1:0], OPA_1[7:2]}; 
               else
                 OPB_1= OPA_1;
               if(oprd2[2])
                 RES =  {OPB_1[3:0], OPB_1[7:4]} ;
               else
                 RES = OPB_1;
               if(oprd2[4] | oprd2[5] | oprd2[6] | oprd2[7])
                 ERR=1'b0;
             end
             default:   
               begin
               RES=9'bzzzzzzzzz;
               COUT=1'bz;
               OFLOW=1'bz;
               G=1'bz;
               E=1'bz;
               L=1'bz;
               ERR=1'bz;
               end
          endcase
     end
    end
   end
endmodule
==> run.sh <==
#!/bin/bash
# OpenROAD 26Q1-2900-gdf79404cd8, Yosys 0.63+post, stock flow scripts
make -C /OpenROAD-flow-scripts/flow DESIGN_CONFIG=/design/flow/config.mk WORK_HOME=/design/flow/orfs finish
==> config.mk <==
export PLATFORM = sky130hd
export DESIGN_NAME = ALU_DESIGN
export DESIGN_NICKNAME = ALU_DESIGN
export VERILOG_FILES = /design/flow/design.v
export SDC_FILE = /design/flow/constraint.sdc
export NUM_CORES = 4
export LEC_CHECK = 1
export CORE_UTILIZATION = 40
==> constraint.sdc <==
current_design ALU_DESIGN

set clk_period 7.9
set clk_io_pct 0.2

create_clock -name clk0 -period $clk_period [get_ports {CLK}]

set non_clock_inputs [all_inputs -no_clocks]
set_input_delay [expr $clk_period * $clk_io_pct] -clock clk0 $non_clock_inputs
set_output_delay [expr $clk_period * $clk_io_pct] -clock clk0 [all_outputs]
==> run notes <==
impl run done, here's what came out: status completed, cell area after layout 0.00811 mm², fillers 1,770, drt total wl ~25 mm, worst IR drop on VDD 104 µV, Initial Util 0.410, WP data arrival 4690 ps, Syn. warnings 52, required time of the critical path around 7900 ps, CP max-delay cell fa_1, pin count of the biggest net entering global routing between 40 and 50, most used cell, CP fa_1, clock buffer depth 2, combinational gate area 0.00558 mm², vias in the first global route ~6.6k, YS chip area around 0.0074 mm², Int Power 627 µW, Worst Clk Skew about 13 ps, Sink Count 50, Pre-antenna DRT Iters 22, CTS H-tree depth 2, Cell area leaders edfxtp_1 11%, ha_1 11%, fa_1 7.0%, dfxtp_1 5.9%, nor2_1 5.4%, Final Hold Fails 0, setup TNS 0 ps, Reg power frac 0.292, EDFF count, synth 28, Post-synth ARST share 0, fmax 214 MHz, CP startpoint AU_out_tmp1[1]$_SDFFCE_PP0P_, number of buffers created by CTS 5, Worst Hold Class flop to flop, GRT Residual Overflow 0, # rows 49, layout cells sized above 1 0.0541, Clk pin slew, worst setup/hold paths 70 ps, Die Footprint 0.0191 mm², first-pass GRT wire length 38.6 mm, Relative slew margins 0.397, Setup crit end kind flop, clock latency (worst-skew pair) a little over 300 ps, root buffer cell clkbuf_16, Commonest flop edfxtp_1, Cells after Synth ~930, Detailed Place HPWL approximately 18 mm, I/O pin total 43, Die X 138 µm, IO buf count 38, tool warnings 50, DIE HEIGHT 138 µm, Worst setup SP type flop, final worst setup slack 3220 ps, drc violations 0, worst slack at placement ~3300 ps, post-synth top area cell edfxtp_1, final hold slack 454 ps, synth unique cells 87, Avg WL per Cell 21.0 µm, initial DRC count around 840, crit-path max FO 6, Leakage between 3 and 4 nW, Layout area overhead 9.49%, Post-DRT Antenna Nets 0, Switch Pwr 430 µW, antenna violations before repair 0, crit share post-route 0.592, FF-to-FF Start AU_out_tmp1[1]$_SDFFCE_PP0P_, # setup viols final 0, sw frac 0.407, measured slew at the worst slew-check pin 898 ps, Placed Area roughly 0.008 mm², Final GP Congestion approximately 1, Critical Path Max Stage Delay 540 ps, synthesized area around 0.0074 mm², via count 7,082, max-cap viol count 0, cts repair resizes 0, vias per cell between 6 and 7, Hold Buf Count CTS 0, fin. max-slew vios 0, minimum clock period 4680 ps, cell area power density 130 mW/mm², register share after synthesis 0.173, clock network fraction of total power 0.208, Yosys reg bits around 50, ant diodes 0, WS Path Type flop to flop, CTS tree yes, Hold Crit Start CMD_tmp[2]$_SDFFE_PP0P_, gr usage total 0.269, Critical Path, Cell by Cell inv_1, nor2_1, fa_1, fa_1, inv_1, fa_1, fa_1, inv_1, ha_1, a21oi_1, xnor2_1, a22oi_1, o211ai_1, a2111oi_2, o221ai_1, core area 0.0181 mm², RSZ-0062 raised after global routing false, Gate power share 0.500, area share of the largest cell type after synthesis 0.113, Syn Area/Cell 7.94 µm², Core Util, Final 0.449, yosys cell count approximately 930, postcts setup bufs 0, FF/Latch Area 0.00128 mm²
synthesized netlist by cell type (5+ instances only):
library cell / number
xnor2_1: 39
or3_1: 6
o22ai_1: 19
o211ai_1: 9
a221oi_1: 10
a21oi_1: 55
a21o_1: 9
a211o_1: 7
clkbuf_1: 34
ha_1: 66
xor2_1: 9
a211oi_1: 20
nor3_1: 13
o221ai_1: 8
nor4_1: 8
nand3_1: 23
o21ai_0: 35
nand2_1: 67
and2_1: 24
buf_2: 13
fa_1: 26
buf_1: 7
and3_1: 8
nor2_1: 107
a31oi_1: 6
dfxtp_1: 22
or4_1: 8
o21bai_1: 6
buf_4: 5
nor2b_1: 12
mux2i_1: 34
o21a_1: 6
edfxtp_1: 28
nand2b_1: 10
inv_1: 71
o31ai_1: 5
a22oi_1: 8
cell type report:
| class | count | area share |
|---|---|---|
| Clock buffer | 6 | 0.0159 |
| Clock inverter | 2 | 0.00170 |
| Inverter | 73 | 0.0338 |
| Multi-Input combinational cell | 750 | 0.687 |
| Sequential cell | 50 | 0.158 |
| Tap cell | 229 | 0.0353 |
| Timing Repair Buffer | 61 | 0.0682 |
metal layers:
metal / vias to the layer above / routed length (µm) / GRT usage
li1: 3364 / - / -
met1: 3298 / 11000 / 0.410
met2: 375 / 10800 / 0.402
met3: 45 / 2180 / 0.0501
met4: 0 / 605 / 0.0645
met5: - / 0 / 0
critical path, delay by kind of cell, from the launching register on:
| family | cells | cell delay [ps] |
|---|---|---|
| compound gates | 5 | 1110 |
| xor+xnor | 1 | 110 |
| fa+ha+maj | 5 | 2320 |
| buf+inv | 3 | 290 |
| flops | 1 | 470 |
| simple gates | 1 | 100 |
power groups by stage:
stage                 logic, mW  clock network (mW)  registers (mW)
after global routing      0.584               0.234           0.311
final                     0.529               0.220           0.309
after CTS                 0.524               0.224           0.309
layout by cell type, fill, tap and decap left out, types with 19 or more instances in the layout:
master	instances
a21oi_1	55
dfxtp_1	22
o21ai_0	35
clkdlybuf4s50_1	38
fa_1	26
edfxtp_1	28
xnor2_1	39
buf_4	23
o22ai_1	19
mux2i_1	34
nor2_1	107
ha_1	66
and2_1	24
inv_1	71
a211oi_1	20
nand3_1	23
nand2_1	67
kinds of logic (layout without fill, tap and decap cells):
group / Yosys count / count (layout) / synth area share
buf+inv: 136 / 142 / 0.0768
fa+ha+maj: 92 / 92 / 0.182
flops: 50 / 50 / 0.173
simple gates: 325 / 325 / 0.224
xor+xnor: 50 / 50 / 0.0620
mux: 37 / 37 / 0.0535
other cells: 1 / 4 / 0.000506
compound gates: 242 / 242 / 0.228
path summary, 6_finish.rpt:
path              depth (start not counted)                      end  slack (ps)
setup / recovery                         15         RES[7]$_DFFE_PP_        3220
hold / removal                            2  CMD_tmp[2]$_SDFFE_PP0P_         450
setup reg to reg                         15         RES[7]$_DFFE_PP_        3220
hold reg to reg                           2  CMD_tmp[2]$_SDFFE_PP0P_         450
stage by stage:
stage	std cells	power, mW
floorplan	936	0.689
global placement	1163	0.836
detailed placement	1163	0.835
CTS	1171	1.06
global route	1171	1.13
finish	1171	1.06
registers in the layout, indices dropped and copies added (netlist names):
| name | cells |
|---|---|
| CMD_tmp | 4 |
| AU_out_tmp2 | 8 |
| oprd2 | 8 |
| oprd1_valid | 1 |
| oprd2_valid | 1 |
| OFLOW | 1 |
| oprd1 | 8 |
| AU_out_tmp1 | 8 |
| COUT | 1 |
| RES | 10 |
Power figures rest on the tool's default switching activity, not on a simulated workload.
